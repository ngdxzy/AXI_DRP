**flow/design.v**
```verilog
`timescale 1ns/1ns
module drp_bridge #(
    parameter DRP_ADDR_WIDTH       = 10,                
    parameter DRP_DATA_WIDTH       = 16,
    parameter S_AXI_ADDR_WIDTH     = 32,               
    parameter S_AXI_DATA_WIDTH     = 32
)(
    input                             S_AXI_aclk,
    input                             S_AXI_aresetn,
    input  [S_AXI_ADDR_WIDTH-1:0]                   S_AXI_araddr,
    output reg                        S_AXI_arready,
    input                             S_AXI_arvalid,
    input  [2:0]                      S_AXI_arprot,
    input [S_AXI_ADDR_WIDTH-1:0]                    S_AXI_awaddr,
    output reg                        S_AXI_awready,
    input                             S_AXI_awvalid,
    input  [2:0]                      S_AXI_awprot,
    output  [1:0]                  S_AXI_bresp,  
    input                             S_AXI_bready,
    output reg                        S_AXI_bvalid,
    output reg [S_AXI_DATA_WIDTH-1:0] S_AXI_rdata,
    input                             S_AXI_rready,
    output reg                        S_AXI_rvalid,
    output  [1:0]                  S_AXI_rresp,
    input  [S_AXI_DATA_WIDTH-1:0]     S_AXI_wdata,
    output                         S_AXI_wready,
    input                             S_AXI_wvalid,
    input  [S_AXI_DATA_WIDTH/8-1:0]   S_AXI_wstrb,
    output                                      DRP_clk,
    output  reg                                    DRP_en,
    output                                      DRP_we,
    output    [DRP_ADDR_WIDTH-1: 0]             DRP_addr,
    output   reg [DRP_DATA_WIDTH-1: 0]             DRP_di,
    input  [DRP_DATA_WIDTH-1: 0]                DRP_do,
    input                                       DRP_rdy
);  
    reg [DRP_ADDR_WIDTH-1:0] drp_addr_r;
    always @ (posedge S_AXI_aclk or negedge S_AXI_aresetn) begin
        if(!S_AXI_aresetn) begin
            drp_addr_r <= {DRP_ADDR_WIDTH{1'b0}};
        end
        else begin
            case({(S_AXI_arvalid & (~S_AXI_arready)),(S_AXI_awvalid & (~S_AXI_awready))})
                2'b00: begin drp_addr_r <= drp_addr_r; end
                2'b01: begin drp_addr_r <= S_AXI_awaddr[DRP_ADDR_WIDTH + 1:2]; end
                2'b10: begin drp_addr_r <= S_AXI_araddr[DRP_ADDR_WIDTH + 1:2]; end
                2'b11: begin drp_addr_r <= drp_addr_r; end
            endcase
        end
    end
    assign DRP_addr = drp_addr_r;
    reg wr;
    always @ (posedge S_AXI_aclk or negedge S_AXI_aresetn) begin
        if(~S_AXI_aresetn) begin
            wr <= 1'b0;
        end
        else begin
            case({(S_AXI_arvalid & (~S_AXI_arready)),(S_AXI_awvalid & (~S_AXI_awready))})
                2'b00: begin wr <= wr; end
                2'b01: begin wr <= 1'b1; end
                2'b10: begin wr <= 1'b0; end
                2'b11: begin wr <= wr; end
            endcase
        end
    end
    always @ (posedge S_AXI_aclk or negedge S_AXI_aresetn) begin
        if(~S_AXI_aresetn) begin
            S_AXI_awready <= 1'b0;
        end
        else begin
            if(S_AXI_awvalid && (~S_AXI_awready) && S_AXI_wvalid) begin
                S_AXI_awready <= 1;
            end
            else begin
                S_AXI_awready <= 0;
            end
        end
    end
    assign S_AXI_wready = wr?DRP_rdy:1'b0;
    always @ (posedge S_AXI_aclk or negedge S_AXI_aresetn) begin
        if(~S_AXI_aresetn) begin
            DRP_di <= 'b0;
        end
        else begin
            if(S_AXI_wvalid && S_AXI_awvalid && (~S_AXI_awready)) begin
                DRP_di <= S_AXI_wdata[DRP_DATA_WIDTH-1:0];
            end
            else begin
                DRP_di <= DRP_di;
            end
        end
    end
    assign S_AXI_bresp = 2'b00;
    always @ (posedge S_AXI_aclk or negedge S_AXI_aresetn) begin
        if(~S_AXI_aresetn) begin
            S_AXI_bvalid <= 0;
        end
        else begin
            if(DRP_rdy && wr && (~S_AXI_bvalid)) begin
                S_AXI_bvalid <= 1'b1;
            end
            else begin
                if(S_AXI_bvalid && S_AXI_bready) begin
                    S_AXI_bvalid <= 1'b0;
                end
            end
        end
    end
    always @ (posedge S_AXI_aclk or negedge S_AXI_aresetn) begin
        if(~S_AXI_aresetn) begin
            S_AXI_arready <= 1'b0;
        end
        else begin
            if(S_AXI_arvalid && (~S_AXI_arready)) begin
                S_AXI_arready <= 1;
            end
            else begin
                S_AXI_arready <= 0;
            end
        end
    end
    assign S_AXI_rresp = 2'b00;
    always @ (posedge S_AXI_aclk or negedge S_AXI_aresetn) begin
        if(~S_AXI_aresetn) begin
            S_AXI_rdata <= 'b0;
            S_AXI_rvalid <= 1'b0;
        end
        else begin
            if((~wr) && DRP_rdy && (~S_AXI_rvalid)) begin
                S_AXI_rdata <= {'b0,DRP_do};
                S_AXI_rvalid <= 1'b1;
            end
            else if(S_AXI_rvalid && S_AXI_rready) begin
                S_AXI_rdata <= S_AXI_rdata;
                S_AXI_rvalid <= 1'b0;
            end
        end
    end
    always @ (posedge S_AXI_aclk or negedge S_AXI_aresetn) begin
        if(~S_AXI_aresetn) begin
            DRP_en <= 0;
        end
        else begin
            if(S_AXI_arvalid && (~S_AXI_arready)) begin
                DRP_en <= 1;
            end
            else if(S_AXI_awvalid && (~S_AXI_awready) && S_AXI_wvalid) begin               
                DRP_en <= 1;
            end
            else begin
                DRP_en <= 0;
            end
        end
    end
    assign DRP_we = wr;
    assign DRP_clk = S_AXI_aclk;
endmodule
```
**flow/run.sh**
```bash
#!/bin/bash
# OpenROAD 26Q1-2900-gdf79404cd8, Yosys 0.63+post, stock flow scripts
make -C /OpenROAD-flow-scripts/flow DESIGN_CONFIG=/design/flow/config.mk WORK_HOME=/design/flow/orfs finish
```
**flow/config.mk**
```make
export PLATFORM = sky130hd
export DESIGN_NAME = drp_bridge
export DESIGN_NICKNAME = drp_bridge
export VERILOG_FILES = /design/flow/design.v
export SDC_FILE = /design/flow/constraint.sdc
export NUM_CORES = 4
export LEC_CHECK = 1
export CORE_AREA = 10 10 115 115
export DIE_AREA = 0 0 125 125
```
**flow/constraint.sdc**
```tcl
current_design drp_bridge

set clk_period 4.5
set clk_io_pct 0.2

create_clock -name clk0 -period $clk_period [get_ports {S_AXI_aclk}]

set non_clock_inputs [all_inputs -no_clocks]
set_input_delay [expr $clk_period * $clk_io_pct] -clock clk0 $non_clock_inputs
set_output_delay [expr $clk_period * $clk_io_pct] -clock clk0 [all_outputs]
```
==> qor.tcl <==
set qor(synth-seq-cells) 48
set qor(post_synthesis_to_final_layout_area_growth_pct) 61.1
set qor(p_leak_nw) 1.45
set qor(antenna_found_initial) 0
set qor(crit_type) {clk2out}
set qor(edf_count) 0
set qor(fin_setup_tns_ns) 0
set qor(route.detailed.drc) 0
set qor(detail_route.antenna_diodes) 0
set qor(synthesis.area_sq_um) 2110
set qor(cts_setup_buffers) 0
set qor(outcome) {completed}
set qor(stage_log_warnings) 97
set qor(placement.io_buffers) 109
set qor(timing.reg2reg.worst_path_depth) 4
set qor(yosys.stat.chipArea_sq_um) 2110
set qor(worstMarginPinSlew_ns) 0.653
set qor(clock_insertion_delay_worst_skew_ns) 0.40
set qor(yosys.stat.seqShare_pct) 57.0
set qor(cp-start-kind) {clock port}
set qor(critical_path_arrival_ns) 2.88
set qor(vdd_drop_max_mv) 0.209
set qor(crit-reg2reg-launch) {S_AXI_arready$_DFF_PN0_}
set qor(hpwlAfterDp_microns) 4570
set qor(slowest_cp_cell) {clkdlybuf4s50_1}
set qor(initial_core_util_pct) 19.4
set qor(wl_per_cell_microns) 14.5
set qor(grt_overflow) 0
set qor(initialDrtViolationCount) 38
set qor(antenna_left) 0
set qor(fp.dieArea_sq_um) 15600
set qor(dieWidth_microns) 125
set qor(grt_start_max_net_pins) 33
set qor(timing.critical_path.max_delay_family) {buffers and inverters}
set qor(die_h_microns) 125
set qor(post-route-util_pct) 31.3
set qor(tritoncts_clock_tree) {built}
set qor(hold_viol_final) 0
set qor(post-route-worst-setup-slack_ns) 0.721
set qor(synth-async-reset-ratio_pct) 100
set qor(grt_pass1_vias) 1730
set qor(worst-endpoint-required_ns) 3.60
set qor(setup.reg_to_reg.worst_slack_ns) 2.81
set qor(cp_cell_sequence) {clkbuf_8, clkbuf_8, clkdlybuf4s50_1}
set qor(timing.slew.headroom_pct) 56.5
set qor(critPathMaxFanout) 2
set qor(yosys_warnings) 1
set qor(report.final.slew_viol_count) 0
set qor(globalRouteTotalUtil_pct) 7.44
set qor(cts_resized) 0
set qor(drt-pass1-iter-count) 2
set qor(cts.hold.buffers_added) 0
set qor(power.density_nw_per_um2) 419
set qor(synth_cell_types) 18
set qor(total_power_mw) 1.42
set qor(ys.flop_type) {dfrtp_1}
set qor(io_pins) 200
set qor(hp-class) {in2async}
set qor(synth.avg_cell_area_sq_um) 13.8
set qor(final.hold.worst_slack_ns) 0.405
set qor(core_area_sq_um) 10800
set qor(synth.yosys.num_cells) 153
set qor(critical_path_end_type) {output pin}
set qor(clk_pin_slew_ns) 0.09
set qor(placement.setup.worst_slack_ns) 0.983
set qor(cap_viol_max_count) 0
set qor(max_stage_delay_on_crit_path_ns) 0.40
set qor(grt_first_pass_wirelength_microns) 9540
set qor(route.vias.total) 1472
set qor(worstPathBufferInverterCount) 3
set qor(worst_path_most_repeated_cell) {clkbuf_8}
set qor(syn-instance-count) 153
set qor(worst_r2r_endpoint) {drp_addr_r[3]$_DFFE_PN0N_}
set qor(std_cell_rows) 38
set qor(rsz0062_at_grt) {no}
set qor(timing.clock.skew_ns) 0.00368
set qor(drive_above_1_share_pct) 17.9
set qor(setup_viol) 0
set qor(wl_microns) 5930
set qor(globalplace.congestion) 0.749
set qor(detail_route.vias_per_cell) 3.61
## synth_stat cells (2+ instances only)
master | count | area share [%]
dfrtp_1 | 48 | 57
mux2i_1 | 11 | 5.2
ha_1 | 2 | 1.2
buf_4 | 21 | 7.5
mux2_4 | 9 | 6.4
o21ai_0 | 12 | 2.9
buf_2 | 2 | 0.48
inv_1 | 4 | 0.71
nand2_1 | 12 | 2.1
clkbuf_1 | 2 | 0.36
mux2_2 | 23 | 12
## area by class of cell
cell class	count	area [sq um]
well taps	140	175
clock buffers	11	138
fillers	1093	7450
flip-flops and latches	48	1200
multi-input cells	94	767
clock inverters	1	7.51
repair buffers	110	1090
inverters	4	15.0
## worst max-delay path by stage
stage	from	to	slack (ns)	depth (start not counted)
6_report	S_AXI_aclk	DRP_clk	0.72	3
4_1_cts	S_AXI_aclk	DRP_clk	0.70	3
5_1_grt	S_AXI_aclk	DRP_clk	0.71	3
## state kept, by name (all words and copies together) (netlist names)
| name | flops |
|---|---|
| S_AXI_rdata | 16 |
| S_AXI_rvalid | 1 |
| S_AXI_awready | 1 |
| DRP_en | 1 |
| wr | 1 |
| S_AXI_bvalid | 1 |
| DRP_di | 16 |
| drp_addr_r | 10 |
| S_AXI_arready | 1 |
## per-stage QoR
stage,instance area [sq um],std cells
2_1_floorplan,2180,172
3_3_place_gp,3260,397
3_5_place_dp,3260,397
4_1_cts,3390,408
5_1_grt,3390,408
6_report,3390,408
## report_power, final
part	total, mW	internal [mW]	switching [mW]
Combinational	0.456	0.356	0.100
Clock	0.356	0.196	0.159
Sequential	0.611	0.550	0.0611
## layout by cell type (no fill, tap or decap)
cell type,instances
nand2b_1,1
ha_1,2
mux2_2,23
o21ai_0,12
dfrtp_1,48
inv_1,4
clkdlybuf4s50_1,108
nor2_1,1
mux2_4,9
clkbuf_8,9
clkbuf_1,1
clkinvlp_4,1
buf_4,2
conb_1,20
nor3b_4,1
nand2_1,12
buf_2,1
nand3b_4,1
mux2i_1,11
a21o_2,1
## metal layers
| metal | global-route usage, % | vias up | part of all wire (%) |
|---|---|---|---|
| li1 | - | 702 | - |
| met1 | 9.83 | 682 | 44 |
| met2 | 11.2 | 83 | 44 |
| met3 | 3.64 | 5 | 10 |
| met4 | 0.881 | 0 | 1.0 |
| met5 | 0 | - | 0 |
## cells by family (layout without fill, tap and decap cells)
family          count (synthesis)  count (layout)  synth area share (%)
compound gates                 13              13                  3.27
fa+ha+maj                       2               2                  1.19
buf+inv                        30             126                  9.98
other cells                     1              20                 0.178
mux                            43              43                  23.9
simple gates                   16              16                  4.45
flops                          48              48                  57.0
